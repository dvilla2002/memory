==> ./config.mk <==
export PLATFORM = sky130hd
export DESIGN_NAME = data_memory
export DESIGN_NICKNAME = data_memory
export VERILOG_FILES = /design/flow/design.v
export SDC_FILE = /design/flow/constraint.sdc
export NUM_CORES = 4
export LEC_CHECK = 1
export CORE_UTILIZATION = 30
==> ./constraint.sdc <==
current_design data_memory

set clk_period 4.5
set clk_io_pct 0.2

create_clock -name clk0 -period $clk_period [get_ports {clk}]

set non_clock_inputs [all_inputs -no_clocks]
set_input_delay [expr $clk_period * $clk_io_pct] -clock clk0 $non_clock_inputs
set_output_delay [expr $clk_period * $clk_io_pct] -clock clk0 [all_outputs]
==> ./design.v <==
`timescale 1ns / 1ps
module data_memory(
    input  wire        clk,
    input  wire        memwrite,
    input  wire        memread,
    input  wire [31:0] address,
    input  wire [31:0] write_data,
    output reg  [31:0] read_data
);
    reg [31:0] mem [0:31];  
    integer i;
    initial begin
        for (i = 0; i < 32; i = i + 1)
            mem[i] = 32'd0;
    end
    always @(posedge clk) begin
        if (memwrite) begin
            mem[address[4:0]] <= write_data;
        end
        if (memread) begin
            read_data <= mem[address[4:0]];
        end
    end
endmodule
==> ./run.sh <==
#!/bin/bash
# OpenROAD 26Q1-2900-gdf79404cd8, Yosys 0.63+post, stock flow scripts
make -C /OpenROAD-flow-scripts/flow DESIGN_CONFIG=/design/flow/config.mk WORK_HOME=/design/flow/orfs finish
==> design notes <==
After routing, the total negative slack on setup checks comes to 0 ns. With fillers left out, the area of the finished cells amounts to 0.0472 mm^2. The post-synth tally of flip-flops with integrated enable is 1,056, and the timing-limited maximum frequency is 293 MHz. The capturing element type of the critical path was a flop.

The first detailed-routing pass ran for 5 iterations. With the static leakage at 15.9 nW, the number of instances in the synthesized netlist is 2,107. Total of flip-flops plus latches after synthesis: 1,056. The highest net fanout along the worst path came out at 21. The slew at the pin with the worst max-slew slack was 0.922 ns. Per the CTS log, the maximum H-tree level is 3. The most numerous cell type found on the critical path is buf_4. For reference, the placement row count at floorplan is 133.

The finished layout holds 4,141 standard cells, fillers aside. The synthesized-area fraction occupied by xor and xnor cells is 0. The logs give 0.000308 V for the worst IR drop on VDD and 965 for the number of DRC violations after detailed-routing iteration 0.

The congestion estimate from routability-driven global placement came to 0.831. The die covers 0.135 mm^2. The tools report the global-route wire length before repair as 142,000 um.

With the sequential-to-total area share from yosys stat at 0.792, the number of buffers inserted by port buffering is 71. No sink is reached through more buffers than the 3 on the longest clock path. Counting distinct cell types in the post-synthesis netlist gives 22. Fraction of the cycle the final worst path needs: 0.759. Setup repair after global routing left no endpoint under its margin. For the total track usage, the log shows 0.153.

The critical path is of the in -> reg type. The final hold violation count was 0; the adder-cell share of the synthesized area was 0. TritonCTS built the clock tree.

Final cell utilization of the core: 0.358. With the total of max-cap violations at 0, the clock-pin slew on the worst setup and hold paths is 0.06 ns. The logs give 0 for the post-cts repair resize count and 97,600 um for the overall routed net length. The routed layout has 20,368 vias. The per-instance average area after synthesis came out at 19.0 um^2.

The clock period minus final worst setup slack was 3.42 ns; the horizontal die dimension was 367 um. Data on the critical path arrives at its endpoint at 3.81 ns. edfxtp_1 takes more of the synthesized area than any other cell. With the multiplexer area fraction after synthesis at 0.128, the overall power after layout is 20.1 mW. Commonest register cell after synthesis: edfxtp_1. With the die height at 367 um, the residual antenna-violating net count after detailed routing is 0. The placed wire-length estimate after detailed placement is 56,200 um, and the number of warnings the tools reported is 53. The number of placed instances, taps included, is 3,958.

Before CTS, the worst setup slack after placement is 0.542 ns. With the total power per unit cell area at 427 mW/mm^2, the post-layout worst setup margin is 1.08 ns. In the routed layout, each cell is associated on average with a via count of 4.92.

The tightest slew margin relative to the limit was 0.384. The run finished with clean final reports. The global route stage reports its total congestion overflow as 0. TritonCTS created 100 clock buffers. In the synthesis report, Yosys lists the chip area as 0.0401 mm^2.

The run gives 0.792 for the share of the synthesized area in the top cell type. The worst setup path is launched from an input port. The pre-placement core utilization is 0.304.

For the setup-violating endpoint count in the final report, the log shows 0. Type of the most critical hold path: reg -> reg. The cell total in the yosys stat output was 2,107. The async set-reset flop share out of synthesis was 0. The tools report the number of antenna violations at the first check in global routing as 2. The synthesized area came out at 0.0401 mm^2. Critical path required time: 4.89 ns. The number of pins with negative max-slew slack in the final report is 0, and the number of setup buffers added after CTS is 0. The fraction of layout cells with a size suffix above 1 is 0.140.

Clock net sink count: 1,056. Final hold analysis gives a worst-case slack of 0.725 ns. By area the synthesized netlist is led by edfxtp_1, mux2i_1, o22ai_1, buf_2, nor4_1.

On the final layout, the worst clock skew is 0.0325 ns. The post-placement cell area is 0.0440 mm^2. The critical path goes through clkdlybuf4s50_1 > buf_4 > nand4b_1 > buf_4 > o22ai_1 > nor4_1 > buf_4 > nand2_1.

After clock tree synthesis, the flow added hold-fix buffers numbering 0. The floorplan report gives the top-level pin count as 99. The number of global-route vias before repair was 21,629; the pin count of the biggest net entering global routing was 72.

The run gives 1 as the Yosys warning count. The area growth from synthesis to layout is 17.8%. The tools report the cell at the root of the clock tree as clkbuf_16. The largest single stage delay on the critical path is 0.94 ns. The compound-cell area share of the yosys netlist is 0.0400, and the average detailed-routed wire length per instance is 23.6 um. The largest non-sequential cell family by area was multiplexers. The basic-gate share of the synthesized area counting and, or, nand and nor cells is 0.0225.

Total DRC errors in the routed layout: 0. For this design, the slowest cell found on the critical path is clkdlybuf4s50_1. The core box area was 0.132 mm^2; the clock insertion delay at the later pin of the skew report was 0.67 ns.
[final cells by class]
class / count / area [um^2]
fill: 11857 / 84800
sequential: 1056 / 31700
multi-input combinational: 925 / 7950
clock buffer: 125 / 2640
tap: 1755 / 2200
timing repair buffer: 222 / 2140
clock inverter: 57 / 539
antenna: 1 / 2.50
[power breakdown]
| group | total [mW] | internal, mW | switching [mW] |
|---|---|---|---|
| logic | 0.968 | 0.369 | 0.599 |
| registers | 11.0 | 11.0 | 0.0426 |
| clock network | 8.14 | 4.67 | 3.47 |
[Yosys cell counts, drive strengths merged, types with 6 or more instances]
cell	instances
edfxtp	1056
mux2i	512
o22ai	256
buf	103
nor4	64
nand2	34
nor2	29
clkbuf	23
nand4bb	6
[metal layers]
metal | up-vias | wire length [um] | global-route usage
li1 | 9012 | - | -
met1 | 9940 | 32600 | 0.165
met2 | 1267 | 46100 | 0.236
met3 | 139 | 16300 | 0.122
met4 | 10 | 2310 | 0.0308
met5 | - | 225 | 0.0110
[registers in the layout, summed over array words and instances (netlist names)]
name / cells
read_data: 32
mem: 1024
[kinds of logic after synthesis]
kind of cell | after synthesis
simple gates | 157
mux | 512
buf+inv | 126
flops | 1056
compound gates | 256
[worst max-delay path, delay by kind of cell]
family,cells,cell delay (ns)
buf+inv,4,1.92
simple gates,3,0.82
compound gates,1,0.16
[final timing paths]
check / start / end / slack [ns] / depth (start not counted)
worst max-delay path: address[2] / read_data[22]$_DFFE_PP_ / 1.08 / 8
worst min-delay path: mem[4][20]$_DFFE_PP_ / read_data[20]$_DFFE_PP_ / 0.72 / 4
worst max register to register: mem[22][10]$_DFFE_PP_ / read_data[10]$_DFFE_PP_ / 2.64 / 5
worst min register to register: mem[4][20]$_DFFE_PP_ / read_data[20]$_DFFE_PP_ / 0.72 / 4
[layout by cell type (no fill, tap or decap), types with 2 or more instances in the layout]
cell | netlist | final
buf_12 | 0 | 24
buf_4 | 2 | 127
bufinv_16 | 0 | 9
clkbuf_1 | 23 | 23
clkbuf_16 | 0 | 102
clkdlybuf4s50_1 | 0 | 69
clkinv_1 | 0 | 23
clkinv_2 | 0 | 14
clkinv_4 | 0 | 2
clkinv_8 | 0 | 3
clkinvlp_4 | 0 | 5
edfxtp_1 | 1056 | 1056
mux2i_1 | 512 | 512
nand2_1 | 34 | 34
nand3_1 | 2 | 2
nand3b_1 | 4 | 4
nand4b_1 | 4 | 4
nand4bb_2 | 0 | 2
nand4bb_4 | 0 | 4
nor2_4 | 0 | 28
nor3_4 | 0 | 3
nor4_1 | 64 | 64
o22ai_1 | 256 | 256
or3b_2 | 3 | 3
or4b_4 | 3 | 3
Power figures rest on the tool's default switching activity, not on a simulated workload.
