==> ./run.sh <==
#!/bin/bash
# OpenROAD 26Q1-2900-gdf79404cd8, Yosys 0.63+post, stock flow scripts
make -C /OpenROAD-flow-scripts/flow DESIGN_CONFIG=/design/flow/config.mk WORK_HOME=/design/flow/orfs finish
==> ./config.mk <==
export PLATFORM = sky130hd
export DESIGN_NAME = mem_wb
export DESIGN_NICKNAME = mem_wb
export VERILOG_FILES = /design/flow/design.v
export SDC_FILE = /design/flow/constraint.sdc
export NUM_CORES = 4
export LEC_CHECK = 1
export CORE_AREA = 10 10 114 114
export DIE_AREA = 0 0 124 124
==> ./design.v <==
`timescale 1ns / 1ps
module mem_wb(
    input  wire        clk,
    input  wire [1:0]  WB_in,
    input  wire [31:0] ReadData_in,
    input  wire [31:0] ALUResult_in,
    input  wire [4:0]  WriteReg_in,
    output reg  [1:0]  WB_out,
    output reg  [31:0] ReadData_out,
    output reg  [31:0] ALUResult_out,
    output reg  [4:0]  WriteReg_out
);
    initial begin
        WB_out        = 2'd0;
        ReadData_out  = 32'd0;
        ALUResult_out = 32'd0;
        WriteReg_out  = 5'd0;
    end
    always @(posedge clk) begin
        WB_out        <= WB_in;
        ReadData_out  <= ReadData_in;
        ALUResult_out <= ALUResult_in;
        WriteReg_out  <= WriteReg_in;
    end
endmodule
==> ./constraint.sdc <==
current_design mem_wb

set clk_period 1.0
set clk_io_pct 0.2

create_clock -name clk0 -period $clk_period [get_ports {clk}]

set non_clock_inputs [all_inputs -no_clocks]
set_input_delay [expr $clk_period * $clk_io_pct] -clock clk0 $non_clock_inputs
set_output_delay [expr $clk_period * $clk_io_pct] -clock clk0 [all_outputs]
==> flow_summary.yaml <==
# flow metrics
timing:
  period_minus_slack_ns: 0.980
  maxSlewHeadroom: 0.924
  worst_hold_slack_ns: 0.296
  finalSetupViolCount: 0
  layout_worst_path_cycle_share: 0.980
  rsz0062_at_grt: "true"
  setup-tns-final_ns: 0
  slew_violations: 0
  fmax_mhz: 1020
  timing.final.hold_violations: 0
  worstMarginPinSlew_ns: 0.114
  timing.final.ws_setup_ns: 0.0196
route:
  route.antenna.diode_count: 0
  post-route-drc-count: 0
  routed_wirelength_um: 4710
  route.detailed.wl_per_inst_um: 13.0
  detailedRoute.firstPassIterationCount: 3
  drt_iter0_drc: 17
  vias: 1065
  wl_met3_um: 814
  detail-route-antenna-nets: 0
  highest-signal-layer: "met4"
  wl_met1_um: 1560
  routed_via_density: 2.93
  met2_wirelength_um: 2190
floorplan:
  core.rowCount: 37
  fp.dieW_um: 124
  fp.coreArea_um2: 10400
  die.size.y_um: 124
  floorplanUtilization: 0.136
  num_io_pins: 143
  area_of_the_chip_um2: 15400
logic_synthesis:
  synth_unique_cells: 1
  yosys.stat.chipArea_um2: 1420
  synthCells: 71
  yosys_warnings: 1
  synth_area_um2: 1420
  yosysTopAreaCell: "dfxtp_1"
  synth-seq-cells: 71
  synth.yosys.num_cells: 71
  postSynthSeqShare: 1.00
  top_cell_area_share: 1.00
  cell_area_leaders: "dfxtp_1"
  synth_area_per_cell_um2: 20.0
worst_hold_path:
  timing.hold.worst_path_depth: 1
  holdPathEnd: "ReadData_out[2]$_DFF_P_"
  min_path_type: "input port to flip-flop"
  worst_hold_startpoint: "ReadData_in[2]"
cells_and_area:
  multiInputGateArea_um2: 0
  area_grow_syn2layout_pct: 98.9
  num-fill-cells: 1083
  finish.instance_area_um2: 2830
  final_layout_size_suffix_gt1_frac: 0.388
  layout.comb_gates.multi_input: 0
place:
  postPlaceCellArea_um2: 3010
  dp_worst_setup_slack_ns: -0.0407
  place_congestion: 0.732
  io_buffers: 142
clock_network:
  cts_buffers: 9
  cts_tree: "yes"
  max-clock-path-buffers: 2
  cts-root-buf: "clkbuf_8"
  clock_tree.htree_level_count: 3
  clk_transition_reported_paths_ns: 0.07
  cts.sinks: 71
power:
  powerDensity_nw_per_um2: 1880
  power.switching_mw: 1.01
  power.switching_fraction: 0.189
  p_seq_frac: 0.566
  max-vdd-ir-drop_uv: 491
  total_power_mw: 5.32
  power_report.internal_total_mw: 4.32
  combinationalPowerShare: 0.074
  p_clk_frac: 0.361
  static-leakage-power_nw: 1.24
setup_path:
  required_time_of_the_worst_setup_path_ns: 0.80
  endpoint_kind: "output port"
  slowest_cell_on_the_critical_path: "dfxtp_2"
  crit_fanout: 1
  worst_setup_path_start_kind: "flip-flop"
  cp.arrival_ns: 0.78
  worst_path_bufs_invs: 1
  cpLargestDelayFamily: "flip-flops"
  timing.critical_path.cells: "buf_2"
  category_of_the_most_critical_setup_path: "flip-flop to output port"
  slowest_delay_ns: 0.33
grt:
  largest_net_degree_at_the_start_of_global_routing: 11
  number_of_antenna_violations_at_the_first_check_in_global_routing: 0
  global_route.usage.total: 0.0564
  grt_pass1_wl_um: 6490
  first_global_vias: 1084
  grt_overflow_total: 0
run:
  log.warning_count: 27
  maxCapViolCount: 0
run_status:
  run_status: "complete, no violations"
==> flip-flops by register name (all words and copies together) (netlist names) <==
signal and count:
WB_out 2, ALUResult_out 32, WriteReg_out 5, ReadData_out 32
==> layout make-up <==
| type | instances | area (um2) | area share |
|---|---|---|---|
| Tap cell | 136 | 170 | 0.0602 |
| Sequential cell | 71 | 1430 | 0.505 |
| Clock inverter | 1 | 5.00 | 0.00177 |
| Clock buffer | 13 | 159 | 0.0562 |
| Timing Repair Buffer | 142 | 1070 | 0.377 |
==> power by group through the flow <==
stage         registers, mW  logic (mW)  clock network [mW]
global route           3.02       0.430                2.17
CTS                    3.01       0.405                2.06
finish                 3.01       0.391                1.92
==> worst max path at each step <==
stage	from	to	slack [ns]	depth (start not counted)
final	ALUResult_out[17]$_DFF_P_	ALUResult_out[17]	0.02	1
after global routing	ALUResult_out[17]$_DFF_P_	ALUResult_out[17]	-0.03	1
after CTS	ALUResult_out[17]$_DFF_P_	ALUResult_out[17]	-0.03	1
==> metal layers <==
| layer | track usage | up-vias |
|---|---|---|
| met3 | 0.0445 | 16 |
| met4 | 0.0187 | 0 |
| li1 | - | 521 |
| met1 | 0.0579 | 450 |
| met5 | 0 | - |
| met2 | 0.0864 | 78 |
==> timing repair <==
| item | in CTS | in global routing |
|---|---|---|
| endpoints found under the hold margin | 0 | 0 |
| buffers inserted | 0 | 0 |
| resized | 224 | 1 |
| setup endpoints to repair | 71 | 7 |
| hold buffers | 0 | 0 |
==> cells by family after synthesis <==
family	count (synthesis)	share of synthesized area
DFF	71	1.00
==> per-stage QoR <==
step / std cells / util
after floorplan: 71 / -
after global placement: 349 / 0.289
after detailed placement: 349 / 0.289
after CTS: 363 / 0.271
after global routing: 363 / 0.271
final: 363 / 0.271
==> cell usage in the layout, fill, tap and decap left out, drive strengths merged <==
cell type / synthesis / layout
clkinv: 0 / 1
clkbuf: 0 / 13
clkdlybuf4s50: 0 / 71
dfxtp: 71 / 71
buf: 0 / 71
==> synth_stat cells <==
cell,instances
dfxtp_1,71
Power and IR drop assume default switching activity.
